==> flow/run.sh <==
#!/bin/bash
# OpenROAD 26Q1-2900-gdf79404cd8, Yosys 0.63+post, stock flow scripts
make -C /OpenROAD-flow-scripts/flow DESIGN_CONFIG=/design/flow/config.mk WORK_HOME=/design/flow/orfs finish
==> flow/constraint.sdc <==
current_design IDE

set clk_period 1.4
set clk_io_pct 0.2

create_clock -name clk0 -period $clk_period [get_ports {CLK}]

set non_clock_inputs [all_inputs -no_clocks]
set_input_delay [expr $clk_period * $clk_io_pct] -clock clk0 $non_clock_inputs
set_output_delay [expr $clk_period * $clk_io_pct] -clock clk0 [all_outputs]
==> flow/config.mk <==
export PLATFORM = sky130hd
export DESIGN_NAME = IDE
export DESIGN_NICKNAME = IDE
export VERILOG_FILES = /design/flow/design.v
export SDC_FILE = /design/flow/constraint.sdc
export NUM_CORES = 4
export LEC_CHECK = 1
export CORE_AREA = 10 10 70 70
export DIE_AREA = 0 0 80 80
==> flow/design.v <==
`timescale 1ns / 1ps
module IDE(
    input [23:1] ADDR,
    inout [1:0] DIN,
    input UDS_n,
    input LDS_n,
    input RW,
    input AS_n,
    input CLK,
    input ide_access,
    input ide_enable,
    input RESET_n,
    output AS_n_S4,
    output DTACK,
    output IOR_n,
    output IOW_n,
    output [1:0] IDE1_CS_n,
    output [1:0] IDE2_CS_n,
    output [1:0] ROM_BANK,
    output IDE_ROMEN
    );
wire ds = !UDS_n || !LDS_n;
reg ide_dtack;
reg ide_enabled = 0;
reg bank_sel = 0;
reg [1:0] as_delay;  
reg [1:0] rom_bankSel;
assign ROM_BANK = (ide_enabled) ? rom_bankSel : {1'b0,ADDR[16]};
reg S3_n;            
assign AS_n_S4 = as_delay[0];
always @(posedge CLK or negedge RESET_n) begin
  if (!RESET_n) begin
    ide_enabled <= 0;
    rom_bankSel <= 0;
  end else begin
    if (ide_enable && ide_access && !RW && !UDS_n && !S3_n) ide_enabled <= 1;
    if (ide_enable && ide_access && ADDR[16:15] == 2'b01 && !RW && !UDS_n && !S3_n) rom_bankSel <= DIN;
  end
end
wire CS_0 = ide_enabled && ide_access && ADDR[16:15] == 2'b00 && ADDR[13:12] == 2'b01;
wire CS_1 = ide_enabled && ide_access && ADDR[16:15] == 2'b00 && ADDR[13:12] == 2'b10;
assign IDE1_CS_n[0] = !(!ADDR[14] && CS_0);
assign IDE2_CS_n[0] = !(!ADDR[14] && CS_1);
assign IDE1_CS_n[1] = !( ADDR[14] && CS_0);
assign IDE2_CS_n[1] = !( ADDR[14] && CS_1);
assign IDE_ROMEN = !(!AS_n && ide_access && (!ide_enabled || !(ADDR[12] ^ ADDR[13]) || ADDR[16]));
always @(negedge CLK or negedge RESET_n) begin
  if (!RESET_n) begin
    S3_n <= 1;
  end else begin
    S3_n <= AS_n;
  end
end
always @(posedge CLK or negedge RESET_n) begin
  if (!RESET_n) begin
    as_delay <= 2'b11;
  end else begin
    if (AS_n) begin
      as_delay[1:0] <= 2'b11;
    end else begin
      as_delay <= {as_delay[0], S3_n};
    end
  end
end
assign IOR_n = !(!AS_n &&  RW && !S3_n);
assign IOW_n = !(!AS_n && !RW && !S3_n && as_delay[1]);
endmodule
==> notes.md <==
Notes from the flow run.

Logic synthesis:
- The run gives the area figure in the yosys stat output as 359 um^2.
- Sequential elements use 42.9% of the synthesized area.
- The synthesis report names the predominant flop master as dfstp_2.
- The run puts the number of flops mapped to enable cells by yosys at 0.
- The run gives the post-synthesis instance area as 359 um^2.
- The run puts the share of synthesized registers carrying an async set or reset at 100%.
- The run gives the number of warnings issued by yosys as 2.
- The run gives the count of cell types in the netlist as 21.
- The run puts the total cells reported by yosys after synthesis at 35.
- Sorting the synthesis cell report by count puts at the top inv_1.
- By count the netlist is led by inv_1, nand3_1, dfrtp_1, dfstp_2.
- The synthesized design spends more area on one cell type than any other, namely dfstp_2.
- For reference, the top cells by area after synthesis are dfstp_2, dfrtp_1, mux2_4.
- The run gives the mean instance size in the synthesized netlist as 10.3 um^2.
- Counting every instance in the synthesized netlist gives 35.
- The run puts the area share of the leading cell type in the synthesized netlist at 22.0%.
- After synthesis the netlist holds a flip-flop and latch count of 6.

Placement:
- The run puts the worst slack at placement at -784 ps.
- The run gives the final estimated routing congestion in global placement as 0.712.
- The run puts the instance area after placement at 687 um^2.
- The run puts the placed wire-length estimate at 1040 um.
- The placement report lists the number of port buffers as 21.

CTS:
- The run gives the depth of the CTS H-tree as 1.
- The run gives the worst-case clock buffer depth as 2.
- The run puts the number of buffers created by CTS at 3.
- The run puts the hold buffer count at cts at 0.
- Clock tree synthesis selected as its root buffer the cell clkbuf_4.
- The run puts the number of clock sinks at 6.

Floorplan:
- The run puts the y dimension of the die at 80 um.
- The run gives the number of placed I/O pins as 44.
- The run puts the starting density of the core at 10.5%.
- The run gives the die extent in x as 80 um.
- The run puts the number of placement rows at 21.

Global route:
- The run gives the maximum number of pins on one net before global-route repair as 6.

Status:
- The tool reported: "[ERROR RSZ-0074] Failed to build tree from global routes for pin 'DIN[1]' and net 'DIN[1]' at grid (72450, 37950): found route to 2 pins, expected 1".
- The flow did not finish.
- It got as far as global routing (5_1_grt) and failed there.

STA:
- The run puts the number of unconstrained endpoints at 2.
==> stage by stage <==
stage	hold WS (ps)	cells	util, %
floorplan	-15.6	35	-
global placement	435	110	20.1
detailed placement	435	110	20.1
CTS	178	119	22.3
==> repair_timing <==
item                       in CTS
setup buffers                   5
setup endpoints to repair      14
resized                        45
gates cloned                    0
pin swaps                       9
==> cell families after synthesis <==
logic type	Yosys count	share of synthesized area [%]
mux	3	11.5
compound gates	2	4.88
simple gates	14	24.4
fa+ha+maj	2	6.97
other cells	1	1.04
flops	6	42.9
buf+inv	7	8.36
